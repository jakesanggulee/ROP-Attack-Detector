## ./run.sh

```bash
#!/bin/bash
# OpenROAD 26Q1-2900-gdf79404cd8, Yosys 0.63+post, stock flow scripts
make -C /OpenROAD-flow-scripts/flow DESIGN_CONFIG=/design/flow/config.mk WORK_HOME=/design/flow/orfs finish
```

## ./config.mk

```make
export PLATFORM = sky130hd
export DESIGN_NAME = ROPDetector
export DESIGN_NICKNAME = ROPDetector
export VERILOG_FILES = /design/flow/design.v
export SDC_FILE = /design/flow/constraint.sdc
export NUM_CORES = 4
export LEC_CHECK = 1
export CORE_UTILIZATION = 50
```

## ./constraint.sdc

```tcl
current_design ROPDetector

set clk_period 4.3
set clk_io_pct 0.2

create_clock -name clk0 -period $clk_period [get_ports {iClk}]

set non_clock_inputs [all_inputs -no_clocks]
set_input_delay [expr $clk_period * $clk_io_pct] -clock clk0 $non_clock_inputs
set_output_delay [expr $clk_period * $clk_io_pct] -clock clk0 [all_outputs]
```

## ./design.v

```verilog
module ROPDetector (
	input iClk,
	input iRsn,
	input [31:0] iTRAMPOLINE_START,
	input [31:0] iTRAMPOLINE_END,
	input iFifo_Empty,
	input [31:0] iFifo_Data,
	output reg oFifo_RdEn,
	output reg oRopDetect
);
parameter H = 1'b1, L = 1'b0;
parameter MAX_STACK 					=	20;
parameter STACK_EMPTY_SP				=	0;
parameter TRAMPOLINE_FUNCTION_GAP			=	8;
parameter TRAMPOLINE_FUNCTION_CALL_RETURN_DISTANCE	=	4;
parameter MAX_STACKPOINTER_BIT				=	5;
parameter MAX_SIGNED_BIT				=	7;
integer i;
reg signed [MAX_SIGNED_BIT-1:0]	shadow_stack [MAX_STACK-1:0];	 
reg signed [MAX_SIGNED_BIT-1:0] last_call;			 
reg signed [MAX_SIGNED_BIT-1:0] command;			 
reg [MAX_STACKPOINTER_BIT-1:0]	shadow_stack_sp;		 
reg				decodeEn;			 
always @* begin
	command <= decode(iFifo_Data, iTRAMPOLINE_START, iTRAMPOLINE_END );
end
always @* begin
	if ( shadow_stack_sp > 0 ) 
		last_call <= shadow_stack[ shadow_stack_sp - 1 ];
	else
		last_call <= 0;
end
always @ ( posedge iClk or negedge iRsn ) begin
	if(!iRsn) begin 
		for ( i = 0 ; MAX_STACK > i ; i = i+1 ) begin
			shadow_stack[i] <= 0;
		end
		oFifo_RdEn <= L;
		oRopDetect <= L;
		shadow_stack_sp <= STACK_EMPTY_SP;
		decodeEn <= L;
	end 
	else begin
		if ( iFifo_Empty ) begin
			oFifo_RdEn <= L;
		end else begin
			oFifo_RdEn <= H;
		end
		if ( oFifo_RdEn ) begin
			decodeEn <= H;
		end else begin
			decodeEn <= L;
		end
		if ( decodeEn ) begin	
			if ( command > 0 ) begin  
				shadow_stack_sp 		<= shadow_stack_sp + 1;
				shadow_stack[shadow_stack_sp] 	<= command;
				oRopDetect 			<= L;
			end else if ( command < 0 ) begin  
				shadow_stack_sp <= shadow_stack_sp - 1;
				if( last_call != command * -1 ) begin
					oRopDetect 		<= H;
				end else begin
					oRopDetect 		<= L;
				end
			end else begin		 
					oRopDetect 		<= L;
			end
		end else begin
			oRopDetect <= L;
		end
	end 
end  
function integer decode;	 
input [31:0] fifo_data;
input [31:0] t_start;
input [31:0] t_end;
integer quotient, remainder;
begin
	if ( fifo_data >= t_start && fifo_data <= t_end ) begin
		quotient  =  (fifo_data - t_start) / TRAMPOLINE_FUNCTION_GAP;
		remainder =  (fifo_data - t_start) % TRAMPOLINE_FUNCTION_GAP;
		if( remainder  == 0 ) begin
			decode = quotient + 1;	 
		end else begin
			decode = -1*(quotient + 1); 	 
		end
	end else begin
		decode = 0;	 
	end
end
endfunction
endmodule
```

==> impl_metrics.toml <==
# physical design summary
[synth]
synth_largest_type_area_fraction_pct = 38.7
async_flop_share_pct = 100
xor_xnor_area_share_pct = 2.44
synth_cell_types = 72
netlist_instances = 1129
post_synth_mux_area_share_pct = 0.627
synthFlopType = "dfrtp_1"
topCombFamilyByArea = "AND-OR/OR-AND gates"
synth.cellmix.simpleShare_pct = 17.8
synth.largest_area_cell = "dfrtp_1"
yosysWarnings = 2
numSynthFlops = 148
mappedNetlistArea_um2 = 9570
syn_area_per_cell_um2 = 8.48
ys_sh_aoi_pct = 23.5
ys_chip_area_um2 = 9570
enable_flop_cells = 0
synth-seq-area-share_pct = 38.7
post_synth_main_area_contributors = "dfrtp_1, ha_1, o21ai_0, nand2_1, inv_1"
fa_ha_area_share_pct = 11.2
synth.yosys.num_cells = 1129

[critical_path]
end_kind = "flip-flop"
crit_fanout = 3
critical_path_at_ns = 4.90
worst-r2r-setup-slack_ns = 0.25
worst-setup-path-type = "in2reg"
critPathLaunchType = "input pin"
critPathRequiredTime_ns = 4.59

[final_timing]
final_max_slew_violation_tally = 10
final_ws_setup_ns = -0.302
timing_worst_slew_pin_value_ns = 1.59
final-hold-violation-count = 0
max-slew-margin-rel_pct = -6.26
maximum_clock_skew_at_final_layout_ns = 0.00877
post-route-period-util_pct = 107
post-route-min-period_ns = 4.60
rsz0062_at_grt = "yes"
max_freq_mhz = 217
setup_violations = 135

[place]
placement.io_buffers = 100
gp_routability_congestion = 0.981
hpwl_um = 21100
post_dp_cell_area_um2 = 12000
placement.setup.worst_slack_ns = -1.26

[global_route]
global_route.usage.total_pct = 32.6
grt_start_max_net_pins = 106
number_of_global_route_vias_before_repair = 9262
grt_first_pass_wirelength_um = 48200
antenna_violations_before_repair = 0
overflow = 0

[run_status]
status = "finished with violations"
violations = "capacitance limit, slew limit, setup timing"

[power_and_ir_drop]
net-switching-power_w = 0.00317
p_total_w = 0.00720
power.leakage_nw = 6.25
vdd_ir_drop_max_mv = 0.336
power.switching_fraction_pct = 44.0
power_density_nw_per_um2 = 489
sequentialPowerShare_pct = 29.3
power.clock.fraction_pct = 20.0
power_frac_comb_pct = 50.7
power_report.internal_total_w = 0.00403

[clock_network]
clock-sinks = 148
clk-insertion-delay-late_ns = 0.42
tritoncts = "built"
cts_max_level = 4
cts-root-buf = "clkbuf_16"
number_of_buffers_created_by_cts = 17
clockBufferDepth = 2
cts.reportedPaths.clkPinSlew_ns = 0.07

[floorplanning]
design.core.area_um2 = 18700
die.size.y_um = 140
design.die.area_um2 = 19700
io_pins = 101
std_cell_rows = 50
floorplan.die.width_um = 140
initCoreUtil_pct = 51.2

[routing]
detailedRoute.firstIterationViolations = 893
vias = 9888
route.antenna.remaining_nets = 0
drt_pre_antenna_iters = 6
routed_wire_length_per_instance_um = 20.3
drc = 0
route.detailed.vias_per_inst = 6.08
wire_length_after_detailed_routing_um = 33000
diodes = 0

[layout]
final_layout_size_suffix_gt1_share_pct = 38.3
final_cell_area_um2 = 14700
area_growth_syn_to_layout_pct = 53.8
final.fill_count = 1127

[job]
openroad.warnings = 41
cap_violations = 1

[min_path]
holdCritPathClass = "in2async"
## metal layers
layer	part of all wire (%)	global-route usage, %	routed length, um	vias up
met2	43	47.7	14300	448
li1	-	-	-	4610
met1	44	50.4	14400	4744
met5	0.17	0	55	-
met4	2.9	6.02	966	2
met3	10	9.20	3310	84
## flip-flops by register name, summed over array words and instances, names as in the netlist
name             count
oFifo_RdEn           1
decodeEn             1
shadow_stack_sp      5
oRopDetect           1
shadow_stack       140
## final cells by class
type | count | area [um2] | area share, %
flip-flops and latches | 148 | 3700 | 25.2
inverters | 75 | 294 | 2.00
clock buffers | 18 | 439 | 2.98
repair buffers | 280 | 2690 | 18.2
multi-input cells | 856 | 7170 | 48.7
clock inverters | 14 | 140 | 0.952
well taps | 234 | 293 | 1.99
## logic make-up after synthesis
| kind of cell | Yosys count |
|---|---|
| adder cells (fa/ha/maj) | 85 |
| multiplexers | 6 |
| AND-OR/OR-AND | 360 |
| AND/OR/NAND/NOR | 363 |
| buffers and inverters | 142 |
| XOR/XNOR | 25 |
| flip-flops | 148 |
## what timing repair did
| action | 4_1_cts | 5_1_grt |
|---|---|---|
| resized | 126 | 282 |
| setup buffers | 28 | 21 |
| gates cloned | 3 | 15 |
| hold buffers | 0 | 0 |
| pin swaps | 44 | 131 |
| setup endpoints to repair | 146 | 145 |
## worst paths after layout
check                              startpoint                   to  cells after the start
setup / recovery                iFifo_Data[0]           oRopDetect                     21
setup reg to reg           shadow_stack_sp[1]           oRopDetect                     12
max in group asynchronous                iRsn  shadow_stack[11][6]                      2
min in group clk0                  oFifo_RdEn             decodeEn                      0
hold / removal                           iRsn   shadow_stack_sp[0]                      1
hold reg to reg                    oFifo_RdEn             decodeEn                      0
## Yosys cell counts, drive strengths merged, types with 3 or more instances
library cell  count
nor3             10
nand2b            9
xor2              7
o21a              5
a22oi            19
nand2           205
a221oi            9
nand3            21
and2              5
nor3b             4
a311oi            3
and3              8
and4              5
dfrtp           148
a21o              8
nor2b             9
xnor2            18
o221ai            3
a31oi            11
or3               7
inv              75
nor4              7
a222oi            8
o21ai           176
ha               84
a22o             15
o22ai             8
mux2i             6
a32oi             4
nand4            21
clkbuf           60
nor2             33
nand3b            6
a211oi            9
or2               4
a2111oi           7
buf               7
nand4b            3
a41oi             4
a21oi            45
or4               3
o211ai            8
## layout by cell type (no fill, tap or decap), types with 9 or more instances in the layout
cell type,synthesis,final
nand2_1,205,54
ha_1,84,69
a31oi_1,11,9
o21ai_0,161,33
nor2_1,31,30
clkbuf_16,0,17
inv_1,73,67
buf_12,0,15
a22o_1,15,15
a21oi_1,44,42
xnor2_1,16,14
o21ai_2,1,65
buf_4,1,129
buf_6,0,31
nand2_2,0,112
nand2_4,0,30
clkdlybuf4s50_1,0,85
a22oi_1,19,19
nand4_1,20,20
nand2_8,0,26
dfrtp_1,148,148
a221oi_1,9,9
ha_4,0,13
nand3_1,20,16
o21ai_1,14,78
## power groups by stage
stage | combinational, W | sequential (W) | clock, W
5_1_grt | 0.00390 | 0.00215 | 0.00150
6_report | 0.00365 | 0.00211 | 0.00144
4_1_cts | 0.00301 | 0.00202 | 0.00145
## critical path, cell delays in order
cell and delay, ns:
buf_8 0.09, inv_12 0.03, ha_4 0.15, fa_2 0.34
nand2b_4 0.18, o2bb2ai_4 0.15, xnor2_4 0.17, buf_6 0.14
buf_6 0.11, a31oi_2 0.18, xnor2_1 0.11, or4_1 0.54
o31a_1 0.33, nand3b_1 0.23, ha_4 0.20, nor4_4 0.24
nand4_1 0.13, nor4b_2 0.26, o211ai_1 0.13, nor4_1 0.25
a31oi_1 0.10
## through the flow
stage,std cells,TNS [ns],utilization (%),hold WS [ns]
2_1_floorplan,1129,-26.42,-,0.331
3_3_place_gp,1530,-147.67,63.9,0.375
3_5_place_dp,1530,-151.46,63.9,0.367
4_1_cts,1593,-10.97,71.3,0.368
5_1_grt,1625,-46.51,78.7,0.384
6_report,1625,-22.59,78.7,0.361
No activity file was given, so power comes from the tool's default toggle rates.
